[flow/design.v]
`default_nettype none
`timescale 1ns / 1ps
module screen (
    input  wire logic clk_in,    
    input  wire logic rst_in,    
    output      logic [9:0] sx_out,   
    output      logic [9:0] sy_out,   
    output      logic hsync_out,     
    output      logic vsync_out,     
    output      logic de_out         
    );
    parameter HA_END = 639;              
    parameter HS_START = HA_END + 16;    
    parameter HS_END = HS_START + 96;    
    parameter LINE   = 799;              
    parameter VA_END = 479;              
    parameter VS_START = VA_END + 10;    
    parameter VS_END = VS_START + 2;     
    parameter SCREEN = 524;              
    always_comb begin
        hsync_out = ~(sx_out >= HS_START && sx_out < HS_END);  
        vsync_out = ~(sy_out >= VS_START && sy_out < VS_END);
        de_out = (sx_out <= HA_END && sy_out <= VA_END);
    end
    always_ff @(posedge clk_in) begin
        if (sx_out == LINE  ) begin 
            sx_out <= 0;
            sy_out <= (sy_out == SCREEN  ) ? 0 : sy_out + 1;
        end else begin
            sx_out <= sx_out + 1;
        end
        if (rst_in) begin
            sx_out <= 0;
            sy_out <= 0;
        end
    end
endmodule
[flow/run.sh]
#!/bin/bash
# OpenROAD 26Q1-2900-gdf79404cd8, Yosys 0.63+post, stock flow scripts
make -C /OpenROAD-flow-scripts/flow DESIGN_CONFIG=/design/flow/config.mk WORK_HOME=/design/flow/orfs finish
[flow/config.mk]
export PLATFORM = sky130hd
export DESIGN_NAME = screen
export DESIGN_NICKNAME = screen
export VERILOG_FILES = /design/flow/design.v
export SDC_FILE = /design/flow/constraint.sdc
export NUM_CORES = 4
export LEC_CHECK = 1
export CORE_AREA = 10 10 89 89
export DIE_AREA = 0 0 99 99
[flow/constraint.sdc]
current_design screen

set clk_period 3.0
set clk_io_pct 0.2

create_clock -name clk0 -period $clk_period [get_ports {clk_in}]

set non_clock_inputs [all_inputs -no_clocks]
set_input_delay [expr $clk_period * $clk_io_pct] -clock clk0 $non_clock_inputs
set_output_delay [expr $clk_period * $clk_io_pct] -clock clk0 [all_outputs]
==> flow_metrics.py <==
# Flow results
metrics = {
    "route": {
        "drc": 0,
        "via_per_inst": 4.21,
        "first_pass_iters": 4,
        "ant_nets": 0,
        "antenna_cells": 0,
        "vias": 927,
        "drt-initial-drc-count": 41,
        "routedWlPerCell_um": 11.6,
        "routed_wl_um": 2540,
    },
    "sta": {
        "drv_slew": 0,
        "fin_setup_tns_ns": 0,
        "post-route-min-period_ns": 2.57,
        "relSlewSlack": 0.671,
        "hold_viol": 0,
        "rsz0062_at_grt": "no",
        "setup_violations": 0,
        "layout_setup_ws_ns": 0.433,
        "fmax_mhz": 390,
        "fin_skew_ns": 0.00628,
        "timing.hold.ws_ns": 0.471,
        "max_slew.worst_pin.slew_ns": 0.489,
        "finalCritPeriodShare": 0.856,
    },
    "worst_setup_path": {
        "reg2reg_depth": 5,
        "endpoint_kind": "output port",
        "start_kind": "flop",
        "critPathMaxFanout": 5,
        "path_class": "reg -> out",
        "slowest_stage": "clkdlybuf4s50_1",
        "slowest_delay_ns": 0.43,
        "reg2reg_to": "sy_out[9]",
        "r2r_start": "sx_out[0]",
        "path_cells": "ha_1 > a31oi_1 > nor2_1 > a2111o_1 > clkdlybuf4s50_1",
        "ff2ff_setup_slack_ns": 0.88,
        "worstPathArrival_ns": 1.97,
        "cp.required_ns": 2.40,
    },
    "synth": {
        "top_cells_by_area": "dfxtp_1, xnor2_1, nor2_1, ha_1, a21oi_1",
        "ys.flop_type": "dfxtp_1",
        "synth.distinct_cells": 32,
        "syn-instance-count": 121,
        "async_flop_share": 0,
        "top_cell_area_share": 0.390,
        "yosys-stat-cells": 121,
        "ys_chip_area_sq_mm": 0.00103,
        "edf_count": 0,
        "top_area_cell": "dfxtp_1",
        "yosysSeqAreaShare": 0.390,
        "syn_area_sq_mm": 0.00103,
        "numSynthFlops": 20,
        "syn_area_per_cell_sq_um": 8.49,
        "ys_warn_count": 1,
    },
    "cts": {
        "root_buffer": "clkbuf_8",
        "clock.latency.late_pin_ns": 0.26,
        "cts_tree": "yes",
        "cts_resized": 0,
        "cts_sinks": 20,
        "clk_pin_slew_ns": 0.08,
        "max-clock-path-buffers": 2,
        "cts_buffers": 3,
        "cts_setup_buffers": 0,
        "cts_hold_buf": 0,
        "htreeDepth": 1,
    },
    "hold_path": {
        "hold-path-endpoint": "sx_out[0]",
        "min_path_cells": 1,
        "worstHoldStart": "sx_out[0]",
        "hold_class": "reg -> reg",
    },
    "flow_run": {
        "drv_cap": 0,
        "warnings": 27,
    },
    "die": {
        "rows": 28,
        "coreArea_sq_mm": 0.00599,
        "fp_util": 0.171,
        "die_area_sq_mm": 0.00980,
        "die.size.y_um": 99,
        "die_w_um": 99,
        "ios": 25,
    },
    "grt": {
        "globalRouteOverflowTotal": 0,
        "grtUsageTotal": 0.0493,
        "grt_first_pass_wirelength_um": 4020,
        "grt_pass1_vias": 788,
        "grt_max_degree": 12,
        "antenna_found_initial": 0,
    },
    "place": {
        "dp_cells": 216,
        "numPortBuffers": 24,
        "gp_congestion": 0.806,
        "place_ws_ns": 0.726,
        "detailed_place_hpwl_um": 1930,
    },
    "power": {
        "power_density_mw_per_mm2": 359,
        "leakagePower_nw": 0.427,
        "ir_drop_uv": 183,
    },
    "final_layout": {
        "drive_above_1_share": 0.0483,
        "stdcell_count": 220,
        "syn2layout_area_growth_pct": 36.2,
        "utilization": 0.234,
    },
    "outcome": {
        "status": "finished clean",
    },
}
[state kept, by name, summed over array words and instances, names as in the netlist]
name    count
sx_out     10
sy_out     10
[cell usage after synthesis, types with 2 or more instances]
master	n
dfxtp_1	20
nor2_1	18
inv_1	8
nand2_1	8
xnor2_1	8
a21oi_1	7
nand3_1	7
ha_1	4
or4_1	4
nor3_1	3
nor4_1	3
or3_1	3
xor2_1	3
clkbuf_1	2
nand4_1	2
nor4b_1	2
o21ai_0	2
o21ai_1	2
o31ai_1	2
[worst max-delay path, delay by kind of cell, from the launching register on]
| family | cells | cell delay, ns |
|---|---|---|
| buffers and inverters | 1 | 0.43 |
| adder cells (fa/ha/maj) | 1 | 0.27 |
| AND/OR/NAND/NOR | 1 | 0.07 |
| flip-flops | 1 | 0.34 |
| AND-OR/OR-AND | 2 | 0.59 |
[cells in the final DEF, fill, tap and decap left out]
master,instances
or3_1,3
nor4bb_1,1
nand4b_1,1
nor4_1,3
o21ai_0,2
a2111o_1,1
nand2_1,8
nand4_1,2
o21ai_1,2
xnor2_1,8
xor2_1,3
nor3_1,3
inv_1,8
nand3_1,7
or4_1,4
a31oi_1,1
nand2b_1,1
o31ai_1,2
and4_1,1
dfxtp_1,20
nor4b_1,2
o21a_1,1
clkdlybuf4s50_1,24
nor2_1,18
a21oi_1,7
clkbuf_8,4
nand4_2,1
nand4bb_4,1
mux2i_1,1
ha_1,4
a31o_2,1
[worst max-delay path by stage]
stage         depth (start not counted)       from        end
global route                          5  sx_out[0]  hsync_out
CTS                                   5  sx_out[0]  hsync_out
finish                                5  sx_out[0]  hsync_out
[metrics by stage]
stage / total power (W) / cell area (sq um)
after floorplan: 0.000287 / 1030
after global placement: 0.000298 / 1340
after detailed placement: 0.000298 / 1340
after CTS: 0.000506 / 1400
after global routing: 0.000528 / 1400
final: 0.000502 / 1400
[final cells by class]
class                           instances  area, sq um
Fill cell                             639         4590
Multi-Input combinational cell         89          579
Sequential cell                        20          400
Timing Repair Buffer                   24          240
Tap cell                               75         93.8
Clock buffer                            4         55.1
Inverter                                8         30.0
[cell families (layout without fill, tap and decap cells)]
group	after synthesis	count (layout)	synth area share
compound gates	17	17	0.101
xor+xnor	11	11	0.0938
fa+ha+maj	4	4	0.0487
buf+inv	12	36	0.0463
flops	20	20	0.390
mux	1	1	0.00974
simple gates	56	56	0.311
[where the power goes]
group / leakage (nW) / switching (W) / internal, W / total, W
clock: 0.0288 / 0.0000940 / 0.000117 / 0.000211
sequential: 0.162 / 0.00000384 / 0.000269 / 0.000272
combinational: 0.237 / 0.00000849 / 0.0000104 / 0.0000189
total: 0.427 / 0.000106 / 0.000396 / 0.000502
[per-layer routing]
layer / part of all wire / wire, um / global-route usage / vias to the layer above
met1: 0.46 / 1170 / 0.0645 / 421
met4: 0.0075 / 19 / 0.00441 / 0
met5: 0 / 0 / 0 / -
met2: 0.43 / 1080 / 0.0721 / 24
li1: - / - / - / 480
met3: 0.11 / 268 / 0.0275 / 2
No activity file was given, so power comes from the tool's default toggle rates.
